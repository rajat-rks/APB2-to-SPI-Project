### flow/run.sh
#!/bin/bash
# OpenROAD 26Q1-2900-gdf79404cd8, Yosys 0.63+post, stock flow scripts
make -C /OpenROAD-flow-scripts/flow DESIGN_CONFIG=/design/flow/config.mk WORK_HOME=/design/flow/orfs finish
### flow/config.mk
export PLATFORM = sky130hd
export DESIGN_NAME = SPICapture
export DESIGN_NICKNAME = SPICapture
export VERILOG_FILES = /design/flow/design.v
export SDC_FILE = /design/flow/constraint.sdc
export NUM_CORES = 4
export LEC_CHECK = 1
export CORE_UTILIZATION = 30
### flow/constraint.sdc
current_design SPICapture

set clk_period 2.3
set clk_io_pct 0.2

create_clock -name clk0 -period $clk_period [get_ports {SCLK}]

set non_clock_inputs [all_inputs -no_clocks]
set_input_delay [expr $clk_period * $clk_io_pct] -clock clk0 $non_clock_inputs
set_output_delay [expr $clk_period * $clk_io_pct] -clock clk0 [all_outputs]
### flow/design.v
`timescale 1ns / 1ps
module SPICapture(MOSI, MISO, SCLK, resetn, w_empty, w_dout, r_din, r_wr_en, w_rd_en);
parameter COUNT_WIDTH = 3;
parameter DATA_WIDTH = 8;
parameter ADDR_WIDTH = 8;
    input wire SCLK;
    input wire resetn;  
    input wire w_empty;
    input wire [ADDR_WIDTH+DATA_WIDTH:0] w_dout;
    input wire MISO;
    output logic MOSI;
    output logic w_rd_en;
    output logic [DATA_WIDTH-1:0] r_din;
    output logic r_wr_en;
    logic Wr;  
logic [DATA_WIDTH-1:0] R_SIPO;
parameter IDLE = 2'b00;
parameter READ_FIFO_0 = 2'b01;
parameter READ_ADDR = 2'b10;
parameter READ_WR_DATA = 2'b11;
    logic [1:0] ps, ns;  
  logic [COUNT_WIDTH-1:0] count;
  logic count_start;
always_ff @ (posedge SCLK, negedge resetn)
begin
    if(resetn == 1'b0)
    begin
        count <= 'b0;
    end
    else
    begin
        if(count_start == 1'b1)
        begin
            count <= count + 1;
        end
        else
        begin
            count <= 'b0;
        end
    end
end
    logic [(DATA_WIDTH + ADDR_WIDTH):0] In_PISO;
    logic load_en;
    logic shift;
    logic serial_out;
    logic PISO_data_valid;  
assign load_en = ~w_empty;
assign MOSI = serial_out;
always_ff@(posedge SCLK, negedge resetn)
begin
    if(resetn == 1'b0)
    begin
        w_rd_en <= 1'b0;
        In_PISO <= 'b0;
        PISO_data_valid <= 1'b0;
        serial_out <= 1'bz;
    end
    else if(load_en == 1'b1 && ps == IDLE)
    begin
        w_rd_en <= 1'b1;
        In_PISO <= w_dout;
        PISO_data_valid <= 1'b1;
        serial_out <= 1'bz;
    end
    else if (shift == 1'b1)
    begin
        w_rd_en <= 1'b0;
        PISO_data_valid <= 1'b1;
        serial_out <= In_PISO[16];
        In_PISO <= In_PISO << 1;   
    end
    else
    begin
        w_rd_en <= 1'b0;
        PISO_data_valid <= 1'b0;
        serial_out <= 1'bz;
        In_PISO <= In_PISO;
    end
end
always_ff @ (posedge SCLK, negedge resetn)
begin
    if(resetn == 1'b0)
    begin
        Wr <= 1'b0;
    end
    else if(ps == READ_FIFO_0)
    begin
        Wr <= In_PISO[16];
    end
    else
    begin
        Wr <= Wr;
    end
end 
always_ff @ (posedge SCLK, negedge resetn)
begin
    if(resetn == 1'b0)
    begin
        ps <= IDLE;
    end
    else
    begin
        ps <= ns;
    end
end
always_comb
begin
    case(ps)
        IDLE:begin
                      count_start <= 1'b0;
                      shift <= 1'b0;
                      if(PISO_data_valid == 1'b0)
                      begin
                          ns <= IDLE;
                          r_wr_en <= 1'b0;  
                      end
                      else
                      begin
                          ns <= READ_FIFO_0;
                          r_wr_en <= 1'b0;  
                      end
        end
        READ_FIFO_0:begin
                       count_start <= 1'b0;
                       ns <= READ_ADDR;
                       r_wr_en <= 1'b0;
                       shift <= 1'b1;    
        end
        READ_ADDR:begin
                        count_start <= 1'b1;
                         shift <= 1'b1;
                        if(count < 3'b111)
                        begin
                            ns <= READ_ADDR;
                            r_wr_en <= 1'b0;
                        end
                        else
                        begin
                            ns <= READ_WR_DATA;
                            r_wr_en <= 1'b0;
                        end
        end
       READ_WR_DATA:begin
                        count_start <= 1'b1;
                        if(Wr == 1'b0)
                                shift <= 1'b0;
                            else
                                shift <= 1'b1;
                        if(count < 3'b111)
                        begin
                            ns <= READ_WR_DATA;
                            r_wr_en <= 1'b0;
                        end
                        else
                        begin
                            ns <= IDLE;
                            r_wr_en <= 1'b1;  
                        end
       end 
    endcase 
end
assign r_din = R_SIPO;
always_ff @(posedge SCLK, negedge resetn)
begin
    if(resetn == 1'b0)
    begin
        R_SIPO <= 'b0;    
    end
    else if(ps == READ_WR_DATA && Wr == 0)
    begin
        R_SIPO <= {MISO, R_SIPO[DATA_WIDTH-1:1]};
    end
    else
    begin
        R_SIPO <= R_SIPO;
    end
end
endmodule
==> notes.md <==
The flow completed. The run finished with clean final reports. Clock sink total landed at 36. For reference, the final report shows the hold violation count at 0. Final wirelength landed at 2340 um.

Adding up every negative setup slack in the final design gives 0 ns. Synthesis handed over a netlist of 121 instances. Number of enable flip-flop cells landed at 0. The number of hold buffers added after CTS was 0. Per the GRT congestion report, total overflow comes to 0.

Routability-driven placement finished with a final weighted congestion of 0.710. Maximum fanout count along the critical path landed at 4. Per the placement report, the placed cell count is 216. Number of antenna violations at the first check in global routing landed at 0. Mux share of post-synthesis cell area landed at 0.183. Per the synth stats, the flop cell with the highest instance count is sky130_fd_sc_hd__dfrtp_1. The number of clock buffers added by TritonCTS is 5. Count of synthesis-stage warnings from yosys landed at 4. Number of violations reported at the end of detailed-routing iteration 0 landed at 29.

The first global-routing pass estimated 4010 um of wire. The number of cells reported by Yosys stat comes to 121. The core region is 4750 sq um. The synthesized netlist contains 23 unique library cells.

The longest clock path from root to sink contains 2 buffers. Count of placed standard cells in the final layout, fillers left out landed at 224. The number of global-route vias before repair came to 941. The layout summary lists the proportion of cells stronger than drive strength 1 as 0.146.

At the placement stage, the worst setup path has a slack of 0.666 ns. Between the synthesized netlist and the finished layout, the area growth was recorded as 30.2%. Tally of nets with antenna violations remaining after routing landed at 0.

Global-route usage over all layers landed at 0.0991. Leakage power summed over all cells landed at 0.882 nW. Number of vias in the routed layout landed at 974. From the final report, the count of setup violators was given as 0. Per the synthesis report, the XOR/XNOR share of the synthesized area is 0.00587. STA classifies the critical path endpoint as an output pin. At the pin with the least slew margin, the transition time is 0.765 ns. Sequential fraction of the synthesis area landed at 0.605. TritonCTS built the clock tree.

Relative max-transition margin landed at 0.490. Total half-perimeter wirelength after legalization and detailed placement landed at 1660 um. Compound-cell area share of the yosys netlist landed at 0.0763.

Worst-case reg-to-reg path depth landed at 4. Subtracting the final worst setup slack from the clock period gives 1.87 ns. Count of standard-cell rows landed at 25. In the routed design, unresolved DRC markers number 0. Yosys attributes the largest share of cell area to sky130_fd_sc_hd__dfrtp_1 59%, sky130_fd_sc_hd__mux2i_1 11%, sky130_fd_sc_hd__mux2_2 7.6%.

Sorting the Yosys area breakdown by cell type puts at the top sky130_fd_sc_hd__dfrtp_1. Chip height landed at 72.5 um. Minimum setup slack among reg-to-reg paths landed at 0.88 ns.

For reference, the clock transition at the flip-flops on the worst setup and hold paths is 0.06 ns. After layout, the worst setup slack is 0.433 ns. Port buffering added 31 buffers. Highest attainable clock frequency landed at 0.536 GHz. Worst setup skew after layout landed at 0.00446 ns. For this run, the script counts the antenna cells in the layout as 0. The worst setup path is launched from a flop. Cell area after synthesis landed at 1490 sq um. In this run, the synthesized area fraction spent on adder and majority cells is recorded as 0.00839. In the synthesized netlist, the dominant kind of combinational cell is multiplexers. Count of final max-slew check failures landed at 0. Flip-flop and latch count after synthesis landed at 36. For this run, asynchronously set or reset flops after synthesis account for 1.00. Tally of OpenROAD warnings landed at 25. The synthesis run shows the most used standard cells to be 35 x sky130_fd_sc_hd__dfrtp_1, 19 x sky130_fd_sc_hd__nand2_1, 16 x sky130_fd_sc_hd__mux2i_1. The chip area line in the Yosys stat output reads 1490 sq um. Looking at the gate-level netlist, the highest instance count belongs to sky130_fd_sc_hd__dfrtp_1. Die outline width landed at 72.5 um. Max-cap violation count landed at 0. In this run the number of H-tree levels came out at 2.

Post-CTS repair changed the size of 0 cells. The final report gives the core utilization as 0.408. Total die size landed at 5260 sq um.

Post-layout period usage of the worst path landed at 0.812. Average cell area after synthesis landed at 12.3 sq um. In this run the VDD rail shows a maximum IR drop of 186 uV. The arrival time of data at the worst endpoint is listed as 1.41 ns. Vias per cell landed at 4.35. The first detailed-routing pass took 3 iterations. Setup fix buffers added after clock tree synthesis landed at 0. Largest net degree at the start of global routing landed at 37.

Endpoint required time on the critical path landed at 1.84 ns. The root buffer cell chosen for the clock tree is sky130_fd_sc_hd__clkbuf_8. The critical path in this run is classified as flop to output pin. The capture point of the worst register-to-register path is recorded as In_PISO[2]$_DFFE_PN0P_. The share of the core area taken by cells at floorplan is 0.314.

Top-level I/O count landed at 32. Checking hold timing, the worst path is listed with class input port to async pin. Per the synthesis report, the simple-gate share of the synthesized area is 0.0814. As reported, the later end of the worst-skew pair has a clock insertion delay of 0.28 ns. Setup repair after global routing left no endpoint under its margin.

The script computed a power per unit cell area of 560 nW/um^2. Dividing the detail-routed wire length by the instance count gives 10.5 um. Fraction of post-synthesis cell area in the top cell type by area landed at 0.587.
## final cells by class
| cell class | instances | area [sq um] |
|---|---|---|
| Inverter | 3 | 11.3 |
| Multi-Input combinational cell | 76 | 537 |
| Timing Repair Buffer | 34 | 328 |
| Tap cell | 67 | 83.8 |
| Sequential cell | 36 | 902 |
| Fill cell | 466 | 2810 |
| Clock buffer | 8 | 80.1 |
## stage by stage
step / cell area [sq um] / hold slack, ns / total power, mW
CTS: 1940 / 0.272 / 1.11
detailed placement: 1860 / 0.383 / 0.695
finish: 1940 / 0.254 / 1.09
global placement: 1860 / 0.384 / 0.695
global route: 1940 / 0.313 / 1.14
floorplan: 1490 / 0.164 / 0.648
## state kept, by name (all words and copies together), names as in the netlist, named ones only
signal,count
ps,3
Wr,1
R_SIPO,8
w_rd_en,1
count,3
serial_out,1
In_PISO,17
PISO_data_valid,1
## kinds of logic (layout without fill, tap and decap cells)
family,after synthesis,in the layout
xor+xnor,1,1
flops,36,36
fa+ha+maj,1,1
simple gates,29,29
buf+inv,9,45
compound gates,19,19
mux,26,26
## metal layers
layer,share of wire,global-route usage,vias up
met5,0,0,-
met4,0.018,0.0131,0
met3,0.066,0.0366,5
met2,0.45,0.159,22
met1,0.46,0.136,472
li1,-,-,475
## worst max-delay path by stage
stage                  start      end
4_1_cts   count[0]$_DFF_PN0_  r_wr_en
5_1_grt   count[0]$_DFF_PN0_  r_wr_en
6_report  count[0]$_DFF_PN0_  r_wr_en
## power breakdown
part           leakage [nW]  total (mW)  switching (mW)  internal (mW)
clock network        0.0395       0.406           0.192          0.215
logic                 0.434      0.0470          0.0159         0.0310
registers             0.408       0.635        0.000535          0.634
total                 0.882        1.09           0.208          0.880
## cells in the final DEF, fill, tap and decap left out
cell,instances
sky130_fd_sc_hd__inv_1,3
sky130_fd_sc_hd__nor2_1,4
sky130_fd_sc_hd__dfrtp_1,35
sky130_fd_sc_hd__and2_1,1
sky130_fd_sc_hd__a211oi_4,1
sky130_fd_sc_hd__clkbuf_1,3
sky130_fd_sc_hd__buf_4,3
sky130_fd_sc_hd__clkdlybuf4s50_1,30
sky130_fd_sc_hd__o22ai_1,1
sky130_fd_sc_hd__clkbuf_8,5
sky130_fd_sc_hd__ha_1,1
sky130_fd_sc_hd__o21ai_0,8
sky130_fd_sc_hd__nand3_1,2
sky130_fd_sc_hd__a21o_1,1
sky130_fd_sc_hd__nand2b_1,2
sky130_fd_sc_hd__dfstp_2,1
sky130_fd_sc_hd__mux2i_1,16
sky130_fd_sc_hd__xnor2_1,1
sky130_fd_sc_hd__buf_2,1
sky130_fd_sc_hd__mux2_2,10
sky130_fd_sc_hd__o21ai_1,6
sky130_fd_sc_hd__nand2_1,19
sky130_fd_sc_hd__o21ai_2,2
sky130_fd_sc_hd__nor2b_1,1
## critical path, cell delays in order (launching register included)
cell and delay [ns]:
sky130_fd_sc_hd__dfrtp_1 0.38, sky130_fd_sc_hd__nand3_1 0.16, sky130_fd_sc_hd__nor2_1 0.13, sky130_fd_sc_hd__clkdlybuf4s50_1 0.46
Power figures rest on the tool's default switching activity, not on a simulated workload.
