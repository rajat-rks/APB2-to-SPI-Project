**./config.mk**
```make
export PLATFORM = sky130hd
export DESIGN_NAME = APB
export DESIGN_NICKNAME = APB
export VERILOG_FILES = /design/flow/design.v
export SDC_FILE = /design/flow/constraint.sdc
export NUM_CORES = 4
export LEC_CHECK = 1
export CORE_AREA = 10 10 70 70
export DIE_AREA = 0 0 80 80
```
**./constraint.sdc**
```tcl
current_design APB

set clk_period 1.4
set clk_io_pct 0.2

create_clock -name clk0 -period $clk_period [get_ports {PCLK}]

set non_clock_inputs [all_inputs -no_clocks]
set_input_delay [expr $clk_period * $clk_io_pct] -clock clk0 $non_clock_inputs
set_output_delay [expr $clk_period * $clk_io_pct] -clock clk0 [all_outputs]
```
**./design.v**
```verilog
`timescale 1ns / 1ps
module APB #(parameter WIDTH = 8)(
    input                    PCLK,
    input                    PRESET_N,
    input                    PSEL,
    input        [WIDTH-1:0] PADDR,
    input        [WIDTH-1:0] PWDATA,
    input                    PENABLE,
    input                    PWRITE,
    output logic             PREADY,
    output logic             PSLVERR,
    output logic [WIDTH-1:0] PRDATA,
    input                    w_full,
    input                    w_wr_ack,
    input                    w_wr_rst_busy,
    input                    w_rd_rst_busy,
    output logic             w_wr_en,
    output logic [WIDTH*2:0] w_din, 
    input                    r_empty,
    input                    r_valid,
    input                    r_wr_rst_busy,
    input                    r_rd_rst_busy,
    input        [WIDTH-1:0] r_dout,
    output logic             r_rd_en   
    );
    reg [1:0] write_fifo_reset, read_fifo_reset;
    reg [2:0] next_state, present_state;  
    localparam IDLE  = 3'b001;
    localparam SETUP  = 3'b010;
    localparam ACCESS = 3'b100;
    assign write_fifo_reset = {w_wr_rst_busy,w_rd_rst_busy};
    assign read_fifo_reset  = {r_wr_rst_busy,r_rd_rst_busy};
    always_ff@(posedge PCLK) begin
        if(!PRESET_N) begin
            present_state <= IDLE;
        end else begin
            present_state <= next_state;
        end
    end
    always_comb begin
        {PREADY,PSLVERR,w_wr_en,r_rd_en} = 'b0;
        w_din   = {PWRITE,PADDR,PWDATA};
        PRDATA  = r_dout;
        case(present_state)
            IDLE : begin
                        if(PSEL && !PENABLE) begin
                            next_state = SETUP;
                        end else begin
                            next_state = IDLE;
                        end
                    end
            SETUP : begin
                        if(PWRITE) begin
                            w_wr_en = 1'b1;
                            r_rd_en = 1'b0;
                        end else begin
                            w_wr_en = 1'b1;
                        end 
                        if(PSEL && PENABLE) begin
                            next_state = ACCESS;
                        end else begin
                            next_state = IDLE;
                        end
                    end
            ACCESS : begin
                        if(PSEL && PENABLE) begin
                            if(PWRITE & !w_full) begin
                                if(w_wr_ack) begin
                                    PREADY     = 1'b1;
                                    next_state = IDLE;
                                end else begin
                                    PREADY     = 1'b0;
                                    next_state = ACCESS;
                                end
                            end else if (PWRITE & w_full) begin
                                PSLVERR    = 1'b1;
                                PREADY     = 1'b1;
                                next_state = IDLE;
                            end else if (!PWRITE & !r_empty) begin
                                r_rd_en = 1'b1;
                                if(r_valid) begin
                                    PREADY     = 1'b1;
                                    next_state = IDLE;
                                end else begin
                                    PREADY     = 1'b0;
                                    next_state = ACCESS;
                                end
                            end else if (!PWRITE & r_empty) begin
                                if(r_valid) begin
                                    PREADY     = 1'b1;
                                    next_state = IDLE;
                                end else begin
                                    PREADY     = 1'b0;
                                    next_state = ACCESS;
                                end
                            end else begin
                                PSLVERR    = 1'b1;
                                PREADY     = 1'b1; 
                                next_state = IDLE;
                            end
                        end else begin
                            PSLVERR    = 1'b1;
                            next_state = IDLE;
                        end
                     end
            default : next_state = IDLE;
        endcase
    end
endmodule
```
**./run.sh**
```bash
#!/bin/bash
# OpenROAD 26Q1-2900-gdf79404cd8, Yosys 0.63+post, stock flow scripts
make -C /OpenROAD-flow-scripts/flow DESIGN_CONFIG=/design/flow/config.mk WORK_HOME=/design/flow/orfs finish
```
==> flow_summary_export.csv <==
group,metric,value,unit
final_timing,finalClockSkew,0.000815,ns
floorplanning,rows,21,
power,p_seq_share,30.5,%
clock_tree,htree_levels,1,
synthesis,yosysChipArea,350,µm²
critical_path,worst_setup_path_start_kind,"flop",
placement,place_congestion,0.792,
final_timing,slew_viol_final,0,
detailed_routing,avgViaCountPerCell,2.76,
cells_and_area,final_cells,87,
cells_and_area,logic_area,123,µm²
critical_path,cp_cell_sequence,"clkdlybuf4s50_1",
synthesis,yosys_warnings,3,
job,max_cap_viol_count,0,
floorplanning,core,0.00342,mm²
floorplanning,die_x,80,µm
floorplanning,die_area,0.00640,mm²
cells_and_area,area_delta_synth_final,21.1,%
job,log.warning_count,29,
clock_tree,cts.sinks,3,
synthesis,syn_area_per_cell,7.96,µm²
grt,grt_usage,2.48,%
detailed_routing,antenna_cells,0,
critical_path,path_buffers,1,
clock_tree,cts_tree,"yes",
power,p_leak,0.174,nW
clock_tree,worstSkewPairLatency,0.23,ns
min_path,hold_class,"flop to flop",
power,p_int,0.234,mW
grt,overflow,0,
power,irDropWorstVdd,104,µV
placement,io_buffer_count,13,
floorplanning,fp.dieH,80,µm
critical_path,criticalPathCategory,"flop to primary output",
grt,grt_pass1_wl,1260,µm
detailed_routing,firstDrtPassIters,3,
grt,grt_pass1_vias,270,
clock_tree,cts-root-buf,"clkbuf_4",
cells_and_area,largest_register_ffs,3,
grt,antenna_found_initial,0,
final_timing,worst_pin_slew,0.239,ns
critical_path,crit_arrival,1.09,ns
grt,grt_max_degree,6,
power,sw_frac_of_total,21.3,%
critical_path,crit_fanout,4,
clock_tree,cts_buffer_depth,2,
floorplanning,fp-utilization,10.3,%
detailed_routing,ant_nets,0,
cells_and_area,regArea,63.8,µm²
detailed_routing,routed_wirelength,913,µm
cells_and_area,drive_gt1_share,39.0,%
final_timing,max_slew_margin,83.8,%
floorplanning,io_pins,66,
clock_tree,numCtsBuffers,3,
final_timing,setup_viol,0,
final_timing,hold_viol,0,
synthesis,synth.distinct_cells,17,
power,p_sw,0.0631,mW
critical_path,cp_slowest_cell,"clkdlybuf4s50_1",
synthesis,netlist_area,350,µm²
critical_path,slowest_delay,0.49,ns
clock_tree,clk_pin_slew,0.03,ns
outcome,status,"finished clean",
power,power.share.clock,49.7,%
detailed_routing,drtIter0Drc,25,
final_timing,max_clock_freq,729,MHz
cells_and_area,fill_cells,395,
synthesis,ys_ff,3,
synthesis,synth_cells,44,
detailed_routing,avgRoutedWirePerCell,10.5,µm
placement,hpwl,709,µm
power,p_comb_share,19.8,%
cells_and_area,stdcell_area,424,µm²
placement,dpl_cell_area,380,µm²
final_timing,finalCritPeriodShare,98.0,%
synthesis,synth_seq_share,17.1,%
cells_and_area,top_regs,"present_state: 3 flops",
cells_and_area,top_register,"present_state",
critical_path,critical-path-top-delay-family,"buffers and inverters",
detailed_routing,drc,0,
critical_path,required,1.12,ns
synthesis,synth_stat.cells,44,
power,power_density,700,mW/mm²
detailed_routing,routed-via-count,240,
final_timing,period_needed,1.37,ns
critical_path,endpoint_kind,"primary output",
placement,dp.cells,82,
## synthesized netlist by cell type, drive strengths merged
| master | n | share of area, % |
|---|---|---|
| nand3 | 1 | 1.4 |
| and4b | 1 | 3.2 |
| dfxtp | 3 | 17 |
| inv | 1 | 1.1 |
| buf | 25 | 54 |
| nand2 | 1 | 1.1 |
| nor2 | 2 | 2.1 |
| a31oi | 1 | 1.8 |
| and3 | 1 | 1.8 |
| a2bb2oi | 1 | 2.5 |
| o22ai | 1 | 1.8 |
| nor4b | 1 | 2.5 |
| nand2b | 1 | 1.8 |
| nor3 | 1 | 1.4 |
| o221ai | 1 | 2.5 |
| a22o | 1 | 2.5 |
| and2 | 1 | 1.8 |
## worst register-to-register path, delay by kind of cell (launching register included)
| kind | cells | cell delay [ns] |
|---|---|---|
| AOI/OAI and AO/OA | 1 | 0.14 |
| and+or+nand+nor | 1 | 0.28 |
| DFF | 1 | 0.33 |
## through the flow
| step | hold WS, ns | util [%] | setup slack, ns | total power, mW | TNS, ns |
|---|---|---|---|---|---|
| after floorplan | 0.359 | - | 0.507 | 0.147 | 0 |
| after global placement | 0.537 | 11.1 | -0.418 | 0.149 | -1.76 |
| after detailed placement | 0.539 | 11.1 | -0.458 | 0.149 | -1.82 |
| after CTS | 0.548 | 12.5 | 0.000676 | 0.310 | 0 |
| after global routing | 0.560 | 12.4 | -0.00271 | 0.313 | -0.00271 |
| final | 0.541 | 12.4 | 0.0274 | 0.297 | 0 |
## kinds of logic after synthesis
group	after synthesis	share of synthesized area, %
DFF	3	17.1
buffers and inverters	26	54.6
AOI/OAI and AO/OA	5	11.1
and+or+nand+nor	10	17.1
## power by group through the flow
stage	sequential (mW)	clock, mW	combinational [mW]
final	0.0905	0.147	0.0588
after global routing	0.0908	0.158	0.0646
after CTS	0.0921	0.158	0.0590
## area by class of cell
cell class                      count  area share, %
Sequential cell                     3           15.0
Timing Repair Buffer               18           35.4
Clock buffer                        4           6.19
Tap cell                           46           13.6
Inverter                            1          0.885
Multi-Input combinational cell     15           28.9
## worst paths after layout
check / startpoint / endpoint / cells past startpoint / slack, ns
max: present_state[2] / w_wr_en / 1 / 0.03
max reg2reg: present_state[2] / present_state[0] / 2 / 0.52
min reg2reg: present_state[0] / present_state[0] / 2 / 0.54
min: present_state[0] / present_state[0] / 2 / 0.54
## layer usage
metal | global-route usage (%) | wire length [µm]
met1 | 2.66 | 338
met4 | 0.704 | 0
met2 | 2.97 | 338
met3 | 2.95 | 236
met5 | 0 | 0
## what timing repair did
action | CTS | global route
resized | 13 | 5
pin swaps | 4 | 1
endpoints found under the setup margin | 4 | 4
buffers inserted | 1 | 0
hold buffers | 0 | 0
## cells in the final DEF (no fill, tap or decap)
cell,count
and2_1,1
clkdlybuf4s50_1,5
o221ai_1,1
buf_4,5
inv_1,1
o22ai_2,1
nand3_2,1
nor2_1,2
and3_1,1
a31oi_1,1
dfxtp_1,2
clkbuf_2,2
a22o_1,1
nand2_1,1
nand2b_4,1
clkbuf_4,3
a2bb2oi_1,1
nor4b_1,1
dfxtp_4,1
clkbuf_1,1
nor3_2,1
dlygate4sd2_1,6
and4b_2,1
No activity file was given, so power comes from the tool's default toggle rates.
