==> flow/design.v <==
`timescale 1ns / 1ps
module counter #(parameter COUNT_DEPTH = 5)(
    input                              clk,
    input                              reset_n,
    input                              count_en,
    output logic [COUNT_DEPTH - 1 : 0] count
    );
    always_ff@(posedge clk, negedge reset_n) begin
        if(!reset_n) begin
            count <= 'b0;
        end else if(count_en) begin
            count <= count+1; 
        end else begin
            count <= 'b0;
        end
    end
endmodule
==> flow/run.sh <==
#!/bin/bash
# OpenROAD 26Q1-2900-gdf79404cd8, Yosys 0.63+post, stock flow scripts
make -C /OpenROAD-flow-scripts/flow DESIGN_CONFIG=/design/flow/config.mk WORK_HOME=/design/flow/orfs finish
==> flow/config.mk <==
export PLATFORM = sky130hd
export DESIGN_NAME = counter
export DESIGN_NICKNAME = counter
export VERILOG_FILES = /design/flow/design.v
export SDC_FILE = /design/flow/constraint.sdc
export NUM_CORES = 4
export LEC_CHECK = 1
export CORE_AREA = 10 10 70 70
export DIE_AREA = 0 0 80 80
==> flow/constraint.sdc <==
current_design counter

set clk_period 1.5
set clk_io_pct 0.2

create_clock -name clk0 -period $clk_period [get_ports {clk}]

set non_clock_inputs [all_inputs -no_clocks]
set_input_delay [expr $clk_period * $clk_io_pct] -clock clk0 $non_clock_inputs
set_output_delay [expr $clk_period * $clk_io_pct] -clock clk0 [all_outputs]
==> impl_metrics.csv <==
group,metric,value,unit
power,leakage,0.175,nW
clock_tree,cts_sinks,5,
cells_and_area,largestRegisters,"count (5)",
setup_path,crit_arrival,1.12,ns
placement,hpwl,426,um
grt,grt_pass1_vias,191,
floorplanning,die_area,6400,sq um
synth,ys_sh_adder,5.81,%
clock_tree,insertion_delay,0.24,ns
routing,drt-total-wl,550,um
setup_path,worstSetupEndpointType,"primary output",
synth,synth-area-yosys,215,sq um
cells_and_area,regMostFlops,"count",
clock_tree,cts_made_buffers,3,
floorplanning,core_area,3420,sq um
clock_tree,cts_resized,0,
timing,whs,0.277,ns
placement,port_buffers,7,
timing,fin_setup_tns,0,ns
routing,ant_nets,0,
setup_path,crit_buf_inv,1,
synth,synth.distinct_cells,9,
routing,route.detailed.drc,0,
synth,ys_seq_share,58.1,%
setup_path,slowest_stage,"clkdlybuf4s50_1",
job,cap_viol_max_count,0,
clock_tree,cts-hold-fix-buffers,0,
grt,grt_pass1_wl,848,um
synth,ys_sh_mux,9.30,%
run_status,run_status,"completed",
grt,met1_usage,1.94,%
routing,post_drt_wl_per_cell,7.14,um
timing,rsz0062_at_grt,"false",
floorplanning,fp-utilization,6.30,%
timing,fmax,0.707,GHz
setup_path,cpLargestDelayFamily,"buffers and inverters",
timing,fin_crit_sh,94.3,%
synth,synth_flop_count,5,
synth,avgSynthCellArea,12.0,sq um
setup_path,worst-endpoint-required,1.20,ns
grt,grt-ovfl-total,0,
floorplanning,die_h,80,um
synth,simple_gate_area_share,22.7,%
synth,ys_sh_xor,4.07,%
job,tool_warnings,25,
timing,hold_viol_final,0,
cells_and_area,synthToLayoutAreaGrowth,79.1,%
floorplanning,num_io_pins,8,
setup_path,start_kind,"flip-flop",
synth,synthesis.area,215,sq um
synth,ys_sh_aoi,0,%
power,powerDensity,888,nW/um^2
setup_path,cp_max_fo,3,
timing,slew_headroom,84.9,%
clock_tree,path_clk_slew,0.05,ns
setup_path,crit_chain,"clkdlybuf4s50_1",
timing,final-max-slew-violation-count,0,
cells_and_area,layout-drive-gt1-share,19.4,%
clock_tree,cts_tree,"yes",
synth,netlist_logic_family_top,"simple AND/OR/NAND/NOR gates",
clock_tree,cts_root_buf,"clkbuf_4",
routing,drt_iter0_drc,8,
setup_path,slowest_delay,0.50,ns
clock_tree,cts_buffer_depth,2,
timing,setup_violations,0,
synth,ys_cells,18,
setup_path,path_class,"reg2out",
grt,met3_usage,1.02,%
routing,vias_per_cell,2.26,
synth,postSynthCellCount,18,
grt,busiest_layer,"met2",
routing,n_antenna_cell,0,
timing,tightest_slew,0.225,ns
grt,grt_max_degree,8,
cells_and_area,largest_reg_flops,5,
routing,firstDrtPassIters,2,
grt,grtUsageTotal,1.67,%
clock_tree,htree_levels,1,
synth,yosysWarningCount,1,
floorplanning,rows,21,
placement,place_congestion,0.617,
timing,final.setup_skew,0.000424,ns
routing,vias,174,
timing,final.min_clock_period,1.42,ns
min_path,hp-class,"in2async",
grt,antenna_found_initial,0,
grt,grt_util_met2,2.25,%
cells_and_area,finalCoreUtilization,11.3,%
floorplanning,die_w,80,um
power,ir_worst_vdd,0.136,mV
[power by group]
group	internal, mW	switching [mW]	total [mW]
Combinational	0.0260	0.0127	0.0387
Sequential	0.142	0.00598	0.148
Clock	0.0966	0.0592	0.156
[synth_stat cells]
cell type	count	area (sq um)
dfrtp_1	5	125
xor2_1	1	8.76
nand2b_1	2	12.5
nand3_1	2	10.0
nor2b_1	1	6.26
ha_1	1	12.5
nand2_1	2	7.51
and2_1	2	12.5
mux2i_1	2	20.0
[path summary, 6_finish.rpt]
check	slack, ns	cells past startpoint	start	to
min in group clk0	0.56	2	count[4]	count[4]
min	0.28	1	reset_n	count[4]
max in group asynchronous	1.04	1	reset_n	count[2]
max reg2reg	0.31	4	count[0]	count[2]
min reg2reg	0.56	2	count[4]	count[4]
max	0.08	1	count[0]	count[0]
[kinds of logic after synthesis]
family	count (synthesis)
flip-flops	5
XOR/XNOR	1
adder cells (fa/ha/maj)	1
multiplexers	2
AND/OR/NAND/NOR	9
[repair_timing]
item	CTS	global route
endpoints found under the setup margin	0	1
hold endpoints to repair	0	0
buffers inserted	0	2
[placed cells by master, fill, tap and decap left out]
cell type        Yosys  routed
ha_1                 1       1
nand2_1              2       2
clkinv_2             0       1
nand2b_1             2       2
nand3_1              2       2
clkdlybuf4s50_1      0       7
dfrtp_1              5       5
xor2_1               1       1
and2_1               2       2
clkbuf_4             0       3
nor2b_1              1       1
mux2i_1              2       2
buf_4                0       2
[cell type report]
type | count | area [sq um]
sequential | 5 | 125
clock inverter | 1 | 5.00
tap | 46 | 57.6
fill | 395 | 3030
timing repair buffer | 9 | 85.1
multi-input combinational | 13 | 90.1
clock buffer | 3 | 22.5
[through the flow]
stage                     power [mW]  instance area (sq um)  std cells  setup slack (ns)
after global placement         0.183                    343         71             0.294
after floorplan                0.158                    215         18             0.505
after detailed placement       0.184                    343         71             0.284
final                          0.342                    385         77            0.0849
after CTS                      0.345                    370         75           0.00964
after global routing           0.364                    385         77            0.0274
[routing by layer]
| metal | share of wire [%] | vias to the layer above |
|---|---|---|
| met5 | 0 | - |
| met4 | 2.7 | 0 |
| met3 | 13 | 2 |
| met2 | 46 | 5 |
| met1 | 38 | 82 |
| li1 | - | 85 |
Power and IR drop assume default switching activity.
